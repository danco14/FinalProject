--- flow/run.sh ---
#!/bin/bash
# OpenROAD 26Q1-2900-gdf79404cd8, Yosys 0.63+post, stock flow scripts
make -C /OpenROAD-flow-scripts/flow DESIGN_CONFIG=/design/flow/config.mk WORK_HOME=/design/flow/orfs finish
--- flow/config.mk ---
export PLATFORM = sky130hd
export DESIGN_NAME = hp_bar
export DESIGN_NICKNAME = hp_bar
export VERILOG_FILES = /design/flow/design.v
export SDC_FILE = /design/flow/constraint.sdc
export NUM_CORES = 4
export LEC_CHECK = 1
export CORE_UTILIZATION = 50
--- flow/constraint.sdc ---
current_design hp_bar

set clk_period 73.3
set clk_io_pct 0.2

create_clock -name clk0 -period $clk_period

set non_clock_inputs [all_inputs -no_clocks]
set_input_delay [expr $clk_period * $clk_io_pct] -clock clk0 $non_clock_inputs
set_output_delay [expr $clk_period * $clk_io_pct] -clock clk0 [all_outputs]
--- flow/design.v ---
module my_sprites (input logic [9:0] DrawX, input logic [9:0] DrawY,
                   input logic [2:0] poke_id,
                   output logic [18:0] sprite_addr,
                   output logic is_myteam);
   parameter [9:0] team_x = 10'd250;
   parameter [9:0] team_y = 10'd290;
   parameter [5:0] width = 6'd56;
   parameter [5:0] height = 6'd56;
   parameter [7:0] total_width = 8'd224;
   always_comb begin
   if(DrawX >= team_x && DrawX < (team_x + width) && DrawY >= team_y && DrawY < (team_y + height) )begin
     is_myteam = 1'b1;
     case(poke_id)
       3'd0: begin
         sprite_addr = (DrawX - team_x) + (total_width* (DrawY - team_y));
       end
       3'd1:begin
         sprite_addr = (2*width) + (DrawX - team_x) + (total_width* (DrawY - team_y));
       end
       3'd2:begin
         sprite_addr = (DrawX - team_x) + (total_width*height) + (total_width* (DrawY - team_y));
       end
       3'd3:begin
         sprite_addr = (2*width) + (DrawX - team_x) + (total_width*height) + (total_width* (DrawY - team_y));
       end
       3'd4:begin
         sprite_addr = (DrawX - team_x) + (total_width*height*2) + (total_width* (DrawY - team_y));
       end
       3'd5:begin
         sprite_addr = (2*width) + (DrawX - team_x) + (total_width*height*2) + (total_width* (DrawY - team_y));
       end
       3'd6:begin
         sprite_addr = (DrawX - team_x) + (total_width*height*3) + (total_width* (DrawY - team_y));
       end
       default: begin  
         sprite_addr = (2*width) + (DrawX - team_x) + (total_width*height*3) + (total_width* (DrawY - team_y));
       end
     endcase
	end
   else begin
	sprite_addr = 19'b0;
     is_myteam = 1'b0;
   end
 end
endmodule
module enemy_sprites (input logic [9:0] DrawX, input logic [9:0] DrawY,
						          input logic [2:0] poke_id,
                      output logic [18:0] sprite_addr,
                      output logic is_enemyteam);
   parameter [9:0] enemy_x = 10'd410;
   parameter [9:0] enemy_y = 10'd160;
   parameter [5:0] width = 6'd56;
   parameter [5:0] height = 6'd56;
   parameter [7:0] total_width = 8'd224;
   always_comb begin
   if(DrawX >= enemy_x && DrawX < (enemy_x + width) && DrawY >= enemy_y && DrawY < (enemy_y + height) )begin
     is_enemyteam = 1'b1;
     case(poke_id)
       3'd0: begin
         sprite_addr = (width) + (DrawX - enemy_x) + (total_width* (DrawY - enemy_y));
       end
       3'd1:begin
         sprite_addr = (3*width) + (DrawX - enemy_x) + (total_width* (DrawY - enemy_y));
       end
       3'd2:begin
         sprite_addr = (width) + (DrawX - enemy_x) + (total_width*height) + (total_width* (DrawY - enemy_y));
       end
       3'd3:begin
         sprite_addr = (3*width) + (DrawX - enemy_x) + (total_width*height) + (total_width* (DrawY - enemy_y));
       end
       3'd4:begin
         sprite_addr = (width) + (DrawX - enemy_x) + (total_width*height*2) + (total_width* (DrawY - enemy_y));
       end
       3'd5:begin
         sprite_addr = (3*width) + (DrawX - enemy_x) + (total_width*height*2) + (total_width* (DrawY - enemy_y));
       end
       3'd6:begin
         sprite_addr = (width) + (DrawX - enemy_x) + (total_width*height*3) + (total_width* (DrawY - enemy_y));
       end
       default: begin  
         sprite_addr = (3*width) + (DrawX - enemy_x) + (total_width*height*3) + (total_width* (DrawY - enemy_y));
       end
     endcase
	end
   else begin
		sprite_addr = 19'b0;
     is_enemyteam = 1'b0;
   end
 end
endmodule
module hp_bar(input logic [9:0] DrawX, input logic [9:0] DrawY,
             input logic [7:0] maxHP, input logic [7:0] curHP,
             input logic [9:0] start_x, input logic [9:0] start_y,
             output logic [7:0] hp_r,
             output logic [7:0] hp_g,
             output logic [7:0] hp_b,
             output logic is_hpbar);
 parameter [5:0] width = 6'd50;
 parameter [5:0] height = 6'd5;
 logic [9:0] border_x;
 assign border_x = start_x - 1;
 logic [9:0] border_y;
 assign border_y = start_y - 1;
 logic [5:0] border_width;
 assign border_width = width + 2;
 logic [5:0] border_height;
 assign border_height = height + 2;
 logic [15:0] fill_width;
 always_comb begin
 if(curHP==maxHP)begin
   fill_width = 6'd50;
 end
 else begin
   fill_width = ((width*curHP)/maxHP)%width;
 end
 if( ((DrawX>=border_x)&&(DrawX<(border_x+border_width))&&(DrawY==border_y || DrawY==(border_y+border_height-1)) )
     || (((DrawX==border_x)||(DrawX==(border_x+border_width-1)))&&(DrawY>=border_y && DrawY<=(border_y+border_height-1)))) begin
       hp_r = 8'h00;
       hp_g = 8'h00;
       hp_b = 8'h00;
       is_hpbar = 1'b1;
     end
 else if(DrawX>=start_x && DrawX<(start_x+fill_width) && DrawY>=start_y && DrawY<(start_y+height))begin
   is_hpbar = 1'b1;
   if(fill_width*2>width)begin  
     hp_r = 8'h41;    
     hp_g = 8'hff;
     hp_b = 8'h74;
   end
   else if(fill_width*5>width)begin  
     hp_r = 8'hff;    
     hp_g = 8'hae;
     hp_b = 8'h42;
   end
   else begin  
     hp_r = 8'hff;    
     hp_g = 8'h33;
     hp_b = 8'h00;
   end
 end
 else begin
   hp_r = 8'hff;
   hp_g = 8'hff;
   hp_b = 8'hff;
   is_hpbar = 1'b0;
 end
end
endmodule
module battle_info(input logic [9:0] DrawX, input logic [9:0] DrawY,
             input logic [7:0] maxHP, input logic [7:0] curHP,
             input logic [9:0] start_x, input logic [9:0] start_y,  
             input logic [2:0] poke_id,
             input logic is_user_info,  
             output logic [2:0] bit_num,
             output logic [7:0] info_hex,
             output logic [9:0] y_diff,
             output logic is_battleinfo_font,
             output logic [7:0] hp_r,
             output logic [7:0] hp_g,
             output logic [7:0] hp_b,
             output logic is_battleinfo_bar);
 logic [7:0] pname_hex;
 logic [2:0] pname_bitnum;
 logic is_pname;
 logic [9:0] name_ydiff;
 logic [7:0] hp_hex;
 logic [2:0] hp_bitnum;
 logic is_hptext;
 logic [9:0] hp_ydiff;
 logic [7:0] hp2_hex;
 logic [2:0] hp2_bitnum;
 logic is_hp2text;
 logic [9:0] hp2_ydiff;
 poke_names pnb(.DrawX(DrawX),.DrawY(DrawY),.start_x(start_x),.start_y(start_y),.poke_id(poke_id),
                .bit_num(pname_bitnum),.pname_hex(pname_hex),.is_pname(is_pname), .y_diff(name_ydiff));
 hp_bar bar_bar_jinks(.DrawX(DrawX), .DrawY(DrawY),
              .start_x(start_x+30), .start_y(start_y + 20),
              .maxHP(maxHP), .curHP(curHP),
              .hp_r(hp_r), .hp_g(hp_g), .hp_b(hp_b),
              .is_hpbar(is_battleinfo_bar));
 hp_text HP_HP(.DrawX(DrawX), .DrawY(DrawY),
               .start_x(start_x+3), .start_y(start_y + 18),
               .bit_num(hp_bitnum),
               .hp_hex(hp_hex),
               .is_hptext(is_hptext),
               .y_diff(hp_ydiff));
 hp_text2 HP2_HP2(.DrawX(DrawX), .DrawY(DrawY),
                 .start_x(start_x+7), .start_y(start_y+40),
                 .maxHP(maxHP),.curHP(curHP),
                 .bit_num(hp2_bitnum),
                 .hp2_hex(hp2_hex),
                 .is_hp2text(is_hp2text),
                 .y_diff(hp2_ydiff));
 always_comb begin
   if(is_pname)begin
     info_hex = pname_hex;
     y_diff = name_ydiff;
     bit_num = pname_bitnum;
     is_battleinfo_font = 1'b1;
   end
   else if(is_hptext) begin
     info_hex = hp_hex;
     y_diff = hp_ydiff;
     bit_num = hp_bitnum;
     is_battleinfo_font = 1'b1;
   end
   else if(is_hp2text && is_user_info)begin
     info_hex = hp2_hex;
     y_diff = hp2_ydiff;
     bit_num = hp2_bitnum;
     is_battleinfo_font = 1'b1;
   end
   else begin
     info_hex = 8'h20;
     y_diff = 10'd0;
     bit_num = 3'b0;
     is_battleinfo_font = 1'b0;
   end
 end
endmodule
module move_select(input logic [9:0] DrawX, input logic [9:0] DrawY,
             input logic [9:0] start_x, input logic [9:0] start_y,  
             input logic [3:0][4:0] user_moves,  
             input logic [1:0] hovered_move,  
             output logic [2:0] bit_num,
             output logic [7:0] move_hex,
             output logic [9:0] y_diff,
             output logic is_movesel);  
 logic [7:0] move0_hex;
 logic [2:0] move0_bitnum;
 logic is_move0name;
 logic [9:0] move0_ydiff;
 logic [7:0] move1_hex;
 logic [2:0] move1_bitnum;
 logic is_move1name;
 logic [9:0] move1_ydiff;
 logic [7:0] move2_hex;
 logic [2:0] move2_bitnum;
 logic is_move2name;
 logic [9:0] move2_ydiff;
 logic [7:0] move3_hex;
 logic [2:0] move3_bitnum;
 logic is_move3name;
 logic [9:0] move3_ydiff;
 logic [9:0] pointer_x;
 logic [9:0] pointer_y;
 moves_names move_sel0(.DrawX(DrawX), .DrawY(DrawY),
                  .start_x(start_x), .start_y(start_y),
                  .move_id(user_moves[0]),
                  .bit_num(move0_bitnum),
                  .move_hex(move0_hex),
                  .is_movename(is_move0name),
                  .y_diff(move0_ydiff));
 moves_names move_sel1(.DrawX(DrawX), .DrawY(DrawY),
                 .start_x(start_x+150), .start_y(start_y),
                 .move_id(user_moves[1]),
                 .bit_num(move1_bitnum),
                 .move_hex(move1_hex),
                 .is_movename(is_move1name),
                 .y_diff(move1_ydiff));
 moves_names move_sel2(.DrawX(DrawX), .DrawY(DrawY),
                  .start_x(start_x), .start_y(start_y+40),
                  .move_id(user_moves[2]),
                  .bit_num(move2_bitnum),
                  .move_hex(move2_hex),
                  .is_movename(is_move2name),
                  .y_diff(move2_ydiff));
 moves_names move_sel3(.DrawX(DrawX), .DrawY(DrawY),
                 .start_x(start_x+150), .start_y(start_y+40),
                 .move_id(user_moves[3]),
                 .bit_num(move3_bitnum),
                 .move_hex(move3_hex),
                 .is_movename(is_move3name),
                 .y_diff(move3_ydiff));
 always_comb begin
   case(hovered_move)
     2'b00: begin
      pointer_x = start_x - 9;
      pointer_y = start_y;
     end
     2'b01: begin
      pointer_x = start_x + 150 - 9;
      pointer_y = start_y;
     end
     2'b10: begin
      pointer_x = start_x - 9;
      pointer_y = start_y + 40;
     end
     default: begin
       pointer_x = start_x + 150 - 9;
       pointer_y = start_y + 40;
     end
   endcase
   if(DrawX>=pointer_x && DrawX < pointer_x + 8 && DrawY>=pointer_y && DrawY<pointer_y+16)begin
     bit_num = DrawX - pointer_x;
     move_hex = 8'h3e;
     y_diff = DrawY - pointer_y;
     is_movesel = 1'b1;
   end
   else if(is_move0name) begin
     bit_num = move0_bitnum;
     move_hex = move0_hex;
     y_diff = move0_ydiff;
     is_movesel=1'b1;
   end
   else if(is_move1name) begin
     bit_num = move1_bitnum;
     move_hex = move1_hex;
     y_diff = move1_ydiff;
     is_movesel=1'b1;
   end
   else if(is_move2name) begin
     bit_num = move2_bitnum;
     move_hex = move2_hex;
     y_diff = move2_ydiff;
     is_movesel=1'b1;
   end
   else if(is_move3name) begin
     bit_num = move3_bitnum;
     move_hex = move3_hex;
     y_diff = move3_ydiff;
     is_movesel=1'b1;
   end
   else begin
     bit_num = 3'b0;
     move_hex = 8'h20;
     y_diff = 10'b0;
     is_movesel=1'b0;
   end
 end
endmodule
module user_attack(input logic [9:0] DrawX, input logic [9:0] DrawY,
             input logic [9:0] start_x, input logic [9:0] start_y,  
             input logic [4:0] move_id,  
             input logic [2:0] poke_id,  
             output logic [2:0] bit_num,
             output logic [7:0] useratk_hex,
             output logic [9:0] y_diff,
             output logic is_useratk);
 logic [7:0] pname_hex;
 logic [2:0] pname_bitnum;
 logic is_pname;
 logic [9:0] name_ydiff;
 logic [7:0] used_hex;
 logic [2:0] used_bitnum;
 logic is_usedtext;
 logic [9:0] used_ydiff;
 logic [7:0] move_hex;
 logic [2:0] move_bitnum;
 logic is_movename;
 logic [9:0] move_ydiff;
 poke_names pn_atk(.DrawX(DrawX),.DrawY(DrawY),.start_x(start_x),.start_y(start_y),.poke_id(poke_id),
                .bit_num(pname_bitnum),.pname_hex(pname_hex),.is_pname(is_pname), .y_diff(name_ydiff));
 used_text uwu(.DrawX(DrawX),.DrawY(DrawY),.start_x(start_x),.start_y(start_y+20),
                .bit_num(used_bitnum),.used_hex(used_hex),.is_usedtext(is_usedtext),.y_diff(used_ydiff));
  moves_names move_useratk(.DrawX(DrawX), .DrawY(DrawY),
                   .start_x(start_x+40), .start_y(start_y+20),
                   .move_id(move_id),
                   .bit_num(move_bitnum),
                   .move_hex(move_hex),
                   .is_movename(is_movename),
                   .y_diff(move_ydiff));
 always_comb begin
   if(is_pname) begin
     bit_num = pname_bitnum;
     useratk_hex = pname_hex;
     y_diff = name_ydiff;
     is_useratk=1'b1;
   end
   else if(is_usedtext) begin
     bit_num = used_bitnum;
     useratk_hex = used_hex;
     y_diff = used_ydiff;
     is_useratk=1'b1;
   end
   else if(is_movename) begin
     bit_num = move_bitnum;
     useratk_hex = move_hex;
     y_diff = move_ydiff;
     is_useratk=1'b1;
   end
   else begin
     bit_num = 3'b0;
     useratk_hex = 8'h20;
     y_diff = 10'b0;
     is_useratk=1'b0;
   end
 end
endmodule
module enemy_attack(input logic [9:0] DrawX, input logic [9:0] DrawY,
             input logic [9:0] start_x, input logic [9:0] start_y,  
             input logic [4:0] move_id,  
             input logic [2:0] poke_id,  
             output logic [2:0] bit_num,
             output logic [7:0] enemyatk_hex,
             output logic [9:0] y_diff,
             output logic is_enemyatk);
 logic [7:0] enemy_hex;
 logic [2:0] enemy_bitnum;
 logic is_enemytext;
 logic [9:0] enemy_ydiff;
 logic [7:0] pname_hex;
 logic [2:0] pname_bitnum;
 logic is_pname;
 logic [9:0] name_ydiff;
 logic [7:0] used_hex;
 logic [2:0] used_bitnum;
 logic is_usedtext;
 logic [9:0] used_ydiff;
 logic [7:0] move_hex;
 logic [2:0] move_bitnum;
 logic is_movename;
 logic [9:0] move_ydiff;
 enemy_text entext(.DrawX(DrawX), .DrawY(DrawY),
                   .start_x(start_x), .start_y(start_y),
                   .bit_num(enemy_bitnum),
                   .enemy_hex(enemy_hex),
                   .is_enemytext(is_enemytext),
                   .y_diff(enemy_ydiff));
 poke_names pn_atk_enem(.DrawX(DrawX),.DrawY(DrawY),.start_x(start_x+48),.start_y(start_y),.poke_id(poke_id),
                .bit_num(pname_bitnum),.pname_hex(pname_hex),.is_pname(is_pname), .y_diff(name_ydiff));
 used_text owo(.DrawX(DrawX),.DrawY(DrawY),.start_x(start_x),.start_y(start_y+20),
                .bit_num(used_bitnum),.used_hex(used_hex),.is_usedtext(is_usedtext),.y_diff(used_ydiff));
 moves_names enememe_move(.DrawX(DrawX), .DrawY(DrawY),
                  .start_x(start_x+40), .start_y(start_y+20),
                  .move_id(move_id),
                  .bit_num(move_bitnum),
                  .move_hex(move_hex),
                  .is_movename(is_movename),
                  .y_diff(move_ydiff));
 always_comb begin
   if(is_enemytext) begin
     bit_num = enemy_bitnum;
     enemyatk_hex = enemy_hex;
     y_diff = enemy_ydiff;
     is_enemyatk=1'b1;
   end
   else if(is_pname) begin
     bit_num = pname_bitnum;
     enemyatk_hex = pname_hex;
     y_diff = name_ydiff;
     is_enemyatk=1'b1;
   end
   else if(is_usedtext) begin
     bit_num = used_bitnum;
     enemyatk_hex = used_hex;
     y_diff = used_ydiff;
     is_enemyatk=1'b1;
   end
   else if(is_movename) begin
     bit_num = move_bitnum;
     enemyatk_hex = move_hex;
     y_diff = move_ydiff;
     is_enemyatk=1'b1;
   end
   else begin
     bit_num = 3'b0;
     enemyatk_hex = 8'h20;
     y_diff = 10'b0;
     is_enemyatk=1'b0;
   end
 end
endmodule
==> results.sh <==
# physical design summary
export IMPL_drtAntennaViolNets=0
export IMPL_grt_pass1_vias=12100
export IMPL_drv_cap=0
export IMPL_holdBufCountCts=0
export IMPL_finalSetupViolCount=0
export IMPL_slew_headroom_pct=44.1
export IMPL_area_growth_pct=8.52
export IMPL_ys_warnings_count=1
export IMPL_drive_gt1_share_pct=5.27
export IMPL_syn_area_per_cell_um2=7.14
export IMPL_core_rowCount=57
export IMPL_layout_top_cell_excl_fill_tap="sky130_fd_sc_hd__ha_1"
export IMPL_dr_pass1_iters=6
export IMPL_worst_endpoint_required_ns=58.64
export IMPL_worstPathArrival_ns=54.88
export IMPL_post_cts_resize_count=0
export IMPL_finalWeightedCongestion=0.957
export IMPL_synth_area_yosys_mm2=0.0124
export IMPL_dp_hpwl_mm=29.5
export IMPL_design_portCount=81
export IMPL_post_drt_wl_per_cell_um=16.9
export IMPL_dr_first_iter_drc_count=806
export IMPL_detailed_place_area_mm2=0.0135
export IMPL_number_of_antenna_violations_at_the_first_check_in_global_routing=0
export IMPL_grt_max_degree=22
export IMPL_track_usage_pct=28.3
export IMPL_layout_area_seq_um2=0
export IMPL_post_cts_setup_buffer_count=0
export IMPL_synthDistinctLibCells=104
export IMPL_maxClockFrequency_mhz=14.4
export IMPL_synth_yosys_seq_area_share_pct=0
export IMPL_start_kind="input port"
export IMPL_grt_pass1_wl_mm=59.9
export IMPL_worstSetupPathType="input port to primary output"
export IMPL_yosysCellCount=1741
export IMPL_final_setup_tns_ns=0
export IMPL_tightest_slew_ns=0.839
export IMPL_coreArea_mm2=0.0244
export IMPL_initCoreUtil_pct=51.0
export IMPL_flops=0
export IMPL_wl_mm=35.7
export IMPL_final_hold_violation_count=0
export IMPL_synthesis_area_mm2=0.0124
export IMPL_floorplan_die_height_um=160
export IMPL_antenna_cells=0
export IMPL_buffer_ports_inserted=81
export IMPL_fp_dieW_um=160
export IMPL_crit_slowest_cell="sky130_fd_sc_hd__a221oi_1"
export IMPL_layout_cells_most_common_list="sky130_fd_sc_hd__ha_1, sky130_fd_sc_hd__nand2_1, sky130_fd_sc_hd__nor2_1, sky130_fd_sc_hd__a21oi_1, sky130_fd_sc_hd__o21ai_0"
export IMPL_unrepaired_setup_endpoints_after_global_routing="false"
export IMPL_crit_path_capture_type="primary output"
export IMPL_detailed_route_via_count=13000
export IMPL_netlist_instances=1741
export IMPL_status="completed"
export IMPL_critical_path_peak_fanout=20
export IMPL_clock_buffers=0
export IMPL_avgViaCountPerCell=6.15
export IMPL_min_delay_path_class="input port to primary output"
export IMPL_log_warning_count=47
export IMPL_drt_drc_violations_left=0
export IMPL_layout_min_cycle_time_ns=69.54
export IMPL_final_hold_worst_slack_ns=30.76
export IMPL_post_route_period_util_pct=94.9
export IMPL_global_route_overflow_total=0
export IMPL_maxSlewViolCount=0
export IMPL_design_die_area_mm2=0.0255
export IMPL_worst_path_largest_cell_delay_ns=0.72
export IMPL_finish_instance_area_mm2=0.0135
[final cells by class]
type                            count  area [µm²]
Timing Repair Buffer               97         931
Tap cell                          324         405
Inverter                           87         332
Multi-Input combinational cell   1600       11800
Fill cell                        2369       10900
[routing by layer]
metal	vias to the layer above	track usage (%)	part of all wire (%)
li1	6705	-	-
met1	6003	42.3	51
met2	234	45.7	44
met3	32	1.96	3.7
met4	0	3.76	1.4
met5	-	0	0
[cell families (layout without fill, tap and decap cells)]
logic type	count (synthesis)	count (layout)	share of synthesized area (%)
multiplexers	32	32	2.79
AND-OR/OR-AND	574	574	32.2
adder cells (fa/ha/maj)	253	253	25.8
buffers and inverters	142	184	5.01
XOR/XNOR	126	126	8.93
other	1	2	0.0301
AND/OR/NAND/NOR	613	613	25.2
[synthesized netlist by cell type, types with 17 or more instances]
cell                       instances  share of area [%]
sky130_fd_sc_hd__xnor2_1          79                5.6
sky130_fd_sc_hd__nor3_1           62                2.5
sky130_fd_sc_hd__nand4_1          25                1.3
sky130_fd_sc_hd__a31oi_1          22                1.1
sky130_fd_sc_hd__and2_1           18               0.91
sky130_fd_sc_hd__inv_1            83                2.5
sky130_fd_sc_hd__xor2_1           46                3.2
sky130_fd_sc_hd__nand3_1          46                1.9
sky130_fd_sc_hd__buf_4            17                1.0
sky130_fd_sc_hd__nand2b_1         38                1.9
sky130_fd_sc_hd__nor4_1           18               0.91
sky130_fd_sc_hd__nand2_1         133                4.0
sky130_fd_sc_hd__o211ai_1         19                1.1
sky130_fd_sc_hd__or3_1            32                1.6
sky130_fd_sc_hd__o31ai_1          38                2.3
sky130_fd_sc_hd__ha_1            248                 25
sky130_fd_sc_hd__and3_1           19               0.96
sky130_fd_sc_hd__nor2b_1          38                1.9
sky130_fd_sc_hd__o21a_1           41                2.5
sky130_fd_sc_hd__a211oi_1         26                1.6
sky130_fd_sc_hd__a21o_1           36                2.2
sky130_fd_sc_hd__a21oi_1         124                5.0
sky130_fd_sc_hd__o21ai_0         102                4.1
sky130_fd_sc_hd__clkbuf_1         28               0.84
sky130_fd_sc_hd__nor2_1          129                3.9
[metrics by stage]
step | cells | utilization, % | setup WS, ns
global route | 2108 | 55.3 | 0.140
global placement | 2108 | 55.3 | 4.49
detailed placement | 2108 | 55.3 | 3.74
floorplan | 1742 | - | 8.72
CTS | 2108 | 55.3 | 3.55
finish | 2108 | 55.3 | 3.76
[path summary, 6_finish.rpt]
path | startpoint | end | slack (ns) | cells past startpoint
worst max-delay path | curHP[1] | hp_r[7] | 3.76 | 163
worst min-delay path | start_x[9] | hp_b[3] | 30.76 | 5
[worst max-delay path, delay by kind of cell]
family	cells	cell delay, ns
AOI/OAI and AO/OA	87	20.08
and+or+nand+nor	41	9.65
adders and majority gates	20	6.38
buffers and inverters	9	2.51
muxes	5	1.45
xor gates and xnor gates	1	0.08
