===== flow/config.mk =====
export PLATFORM = sky130hd
export DESIGN_NAME = random
export DESIGN_NICKNAME = random
export VERILOG_FILES = /design/flow/design.v
export SDC_FILE = /design/flow/constraint.sdc
export NUM_CORES = 4
export LEC_CHECK = 1
export CORE_UTILIZATION = 30

===== flow/constraint.sdc =====
current_design random

set clk_period 1.6
set clk_io_pct 0.2

create_clock -name clk0 -period $clk_period [get_ports {Clk}]

set non_clock_inputs [all_inputs -no_clocks]
set_input_delay [expr $clk_period * $clk_io_pct] -clock clk0 $non_clock_inputs
set_output_delay [expr $clk_period * $clk_io_pct] -clock clk0 [all_outputs]

===== flow/design.v =====
module random(input logic Clk,
              input logic Reset,
              output logic [7:0] num
              );
  parameter [31:0] state = 32'hECEBCAFE;
  logic [31:0] shift = 32'hECEBCAFE;
  logic [31:0] shift_in = 32'hECEBCAFE;
  logic [31:0] a, b;
  always_ff @ (posedge Clk)
  begin
    if(Reset)
      shift <= state;
    else
      shift <= shift_in;
  end
  always_comb
  begin
    a = shift ^ (shift << 13);
    b = a ^ (a >> 17);
    shift_in = b ^ (b << 5);
    num = shift[7:0];
  end
endmodule

===== flow/run.sh =====
#!/bin/bash
# OpenROAD 26Q1-2900-gdf79404cd8, Yosys 0.63+post, stock flow scripts
make -C /OpenROAD-flow-scripts/flow DESIGN_CONFIG=/design/flow/config.mk WORK_HOME=/design/flow/orfs finish

==> impl_metrics.py <==
# Synthesis and PnR figures
metrics = {
    "worst_setup_path": {
        "critPathLaunch": "shift[6]$_SDFF_PP1_",
        "cp.depth": 1,
        "crit_buf_inv": 1,
        "worstPathMaxFanout": 4,
        "critical_path.top_delay_family": "buffers and inverters",
        "reg2regPathDepth": 3,
        "crit_path_cell_trace": "clkdlybuf4s50_1",
        "setup.worst_path.class": "register to output pin",
        "required_ps": 1280,
        "slack_of_the_worst_reg_to_reg_path_ps": 200,
        "slowest_stage": "sky130_fd_sc_hd__clkdlybuf4s50_1",
        "critical_path.startpoint_type": "register",
        "rr_endpoint": "shift[19]$_SDFF_PP1_",
        "critical_register_to_register_path_startpoint": "shift[6]$_SDFF_PP1_",
        "worstSetupEndpointType": "output pin",
        "critical-path-max-stage-delay_ps": 490,
        "arrival_time_at_the_worst_endpoint_ps": 1180,
        "worstSetupEndpoint": "num[6]",
    },
    "timing": {
        "timing.slew.headroom_pct": 75.9,
        "finalCritPeriodShare_pct": 93.4,
        "max_freq_mhz": 669,
        "period_needed_ps": 1500,
        "timing.final.max_slew_violations": 0,
        "worst-slew-pin-transition_ps": 359,
        "final-setup-viol-count": 0,
        "setup-tns-final_ps": 0,
        "setup_repair_after_global_routing_missed_its_margin": "false",
        "finalHoldViolCount": 0,
        "finalClockSkew_ps": 1.36,
    },
    "logic_synthesis": {
        "synth-seq-area-share_pct": 38.0,
        "synth.top_cell.area_share_pct": 38.0,
        "yosysWarningCount": 1,
        "yosys_area_mm2": 0.00169,
        "synth.largest_area_cell": "sky130_fd_sc_hd__dfxtp_1",
        "numSynthFlops": 32,
        "synth_cell_types": 17,
        "mapped_area_mm2": 0.00169,
        "synthesis.area_per_instance_um2": 12.6,
        "ys_cells": 134,
        "synth_top_area_cells": "sky130_fd_sc_hd__dfxtp_1 (38%), sky130_fd_sc_hd__xnor3_1 (19%), sky130_fd_sc_hd__xnor2_1 (18%)",
        "post_synth_inst_count": 134,
    },
    "run_status": {
        "outcome": "completed",
    },
    "clocking": {
        "cts_htree_levels": 2,
        "clock-sinks": 32,
        "clkLatencyLatePin_ps": 270,
        "postCtsResizedCells": 0,
        "cts_made_buffers": 5,
        "ctsHoldBuffers": 0,
        "max-clock-path-buffers": 2,
        "cts_tree": "yes",
        "clk_pin_slew_worst_paths_ps": 60,
        "clock_tree.root_cell": "sky130_fd_sc_hd__clkbuf_8",
        "number_of_setup_buffers_added_after_cts": 0,
    },
    "global_route": {
        "wire_length_of_the_first_global_routing_pass_um": 4190,
        "grt_pass1_vias": 873,
        "initial_antenna_violation_count": 0,
        "pin_count_of_the_biggest_net_entering_global_routing": 17,
        "overflow": 0,
        "grt_usage_pct": 9.19,
    },
    "routing": {
        "remaining_drc_errors": 0,
        "1st_pass_router_iterations": 3,
        "antenna_left": 0,
        "routed_wirelength_um": 2300,
        "vias_per_cell": 3.87,
        "route.detailed.wl_per_inst_um": 11.0,
        "via_count": 808,
        "1st_iter_drt_viols": 30,
        "antenna_cells": 0,
    },
    "finish": {
        "sequential_cell_area_um2": 641,
        "layout_top_registers": "shift: 32 flops",
        "layout.filler_cells": 521,
        "layout-drive-gt1-share_pct": 9.35,
        "max_flop_register": "shift",
        "layout.core_utilization_pct": 35.6,
        "mostFrequentLayoutCells": "sky130_fd_sc_hd__xnor2_1 (35), sky130_fd_sc_hd__dfxtp_1 (32), sky130_fd_sc_hd__nand2b_1 (19), sky130_fd_sc_hd__xnor3_1 (14), sky130_fd_sc_hd__nor2_1 (11)",
        "area.combinational_um2": 975,
        "largest_register_ffs": 32,
        "synthToLayoutAreaGrowth_pct": 11.3,
        "layout_top_cell": "sky130_fd_sc_hd__xnor2_1",
    },
    "placed_design": {
        "hpwlAfterDp_um": 1740,
        "port_buffers": 9,
        "place_congestion": 0.772,
    },
    "die": {
        "floorplan.core_area_mm2": 0.00527,
        "die_area_mm2": 0.00593,
        "die.size.x_um": 77.0,
        "fp-utilization_pct": 32.0,
        "die_height_um": 77.0,
        "io_pins": 10,
        "fp-row-count": 26,
    },
    "run": {
        "total_number_of_warnings_across_the_stage_logs": 25,
        "maxcap_viol_count": 0,
    },
    "worst_hold_path": {
        "min-delay-path-class": "register to register",
    },
}
-- tightest hold or removal path: cells and delay by family, from the launching register on --
kind	cells	cell delay, ps
simple gates	1	90
xor+xnor	1	140
flops	1	340
-- layout make-up --
| cell class | count | share of cell area, % |
|---|---|---|
| clock buffers | 5 | 3.67 |
| flip-flops and latches | 32 | 34.1 |
| well taps | 70 | 4.67 |
| repair buffers | 11 | 5.60 |
| multi-input cells | 91 | 51.9 |
-- cells in the mapped netlist --
library cell               number
sky130_fd_sc_hd__or3b_1         1
sky130_fd_sc_hd__xnor2_1       35
sky130_fd_sc_hd__xnor3_1       14
sky130_fd_sc_hd__nand2b_1      19
sky130_fd_sc_hd__clkbuf_1       3
sky130_fd_sc_hd__xor3_1         2
sky130_fd_sc_hd__dfxtp_1       32
sky130_fd_sc_hd__xnor3_4        1
sky130_fd_sc_hd__xnor2_2        2
sky130_fd_sc_hd__xor3_2         1
sky130_fd_sc_hd__nor2_1        11
sky130_fd_sc_hd__xnor2_4        1
sky130_fd_sc_hd__or2_1          1
sky130_fd_sc_hd__xor2_1         1
sky130_fd_sc_hd__buf_4          8
sky130_fd_sc_hd__or2_2          1
sky130_fd_sc_hd__nand2_1        1
-- logic make-up after synthesis --
kind of cell	after synthesis	share of synthesized area [%]
XOR/XNOR	57	46.8
AND/OR/NAND/NOR	34	11.0
flip-flops	32	38.0
buffers and inverters	11	4.23
-- worst min path at each step --
stage / cells past startpoint / from / end / slack, ps
5_1_grt: 2 / shift[2]$_SDFF_PP1_ / shift[2]$_SDFF_PP1_ / 650
6_report: 2 / shift[2]$_SDFF_PP1_ / shift[2]$_SDFF_PP1_ / 600
4_1_cts: 2 / shift[2]$_SDFF_PP1_ / shift[2]$_SDFF_PP1_ / 610
-- metal layers --
layer	wire, µm	track usage, %
met1	1180	13.8
met2	995	13.8
met3	81	2.42
met4	46	1.70
met5	0	0
-- per-stage QoR --
step / setup WS (ps) / hold slack (ps) / std cells / cell area, µm²
after floorplan: 266 / 424 / 134 / 1690
after global placement: 204 / 595 / 204 / 1810
after detailed placement: 182 / 597 / 204 / 1810
after CTS: 83.8 / 610 / 209 / 1880
after global routing: 39.3 / 647 / 209 / 1880
final: 105 / 602 / 209 / 1880
